===== flow/design.v =====
module Guia_1102 (
    output reg found,   
    input x,           
    input clk,         
    input reset        
);
    parameter
        start = 3'b000,  
        id1 = 3'b001,    
        id10 = 3'b010,   
        id100 = 3'b011;  
    reg [2:0] current_state;  
    always @(posedge clk or posedge reset) begin
        if (reset) begin
            current_state <= start;  
            found <= 0;  
        end else begin
            case (current_state)
                start: begin
                    found <= 0;  
                    if (x) 
                        current_state <= id1;  
                    else 
                        current_state <= start;  
                end
                id1: begin
                    found <= 0;  
                    if (~x) 
                        current_state <= id10;  
                    else 
                        current_state <= start;  
                end
                id10: begin
                    found <= 0;  
                    if (x) 
                        current_state <= id100;  
                    else 
                        current_state <= start;  
                end
                id100: begin
                    if (x) begin
                        found <= 1;  
                        current_state <= start;  
                    end else 
                        current_state <= start;  
                end
                default: begin
                    current_state <= start;  
                    found <= 0;
                end
            endcase
        end
    end
endmodule  

===== flow/constraint.sdc =====
current_design Guia_1102

set clk_period 1.0
set clk_io_pct 0.2

create_clock -name clk0 -period $clk_period [get_ports {clk}]

set non_clock_inputs [all_inputs -no_clocks]
set_input_delay [expr $clk_period * $clk_io_pct] -clock clk0 $non_clock_inputs
set_output_delay [expr $clk_period * $clk_io_pct] -clock clk0 [all_outputs]

===== flow/config.mk =====
export PLATFORM = sky130hd
export DESIGN_NAME = Guia_1102
export DESIGN_NICKNAME = Guia_1102
export VERILOG_FILES = /design/flow/design.v
export SDC_FILE = /design/flow/constraint.sdc
export NUM_CORES = 4
export LEC_CHECK = 1
export CORE_AREA = 10 10 70 70
export DIE_AREA = 0 0 80 80

===== flow/run.sh =====
#!/bin/bash
# OpenROAD 26Q1-2900-gdf79404cd8, Yosys 0.63+post, stock flow scripts
make -C /OpenROAD-flow-scripts/flow DESIGN_CONFIG=/design/flow/config.mk WORK_HOME=/design/flow/orfs finish

==> load_flow_metrics.sql <==
-- metrics for the results database
INSERT INTO impl_metrics (metric_group, metric, value, unit) VALUES
('placement', 'globalplace.congestion', '0.747', ''),
('clock_network', 'clock_latency', '0.24', 'ns'),
('sta', 'timing.final.hold_violations', '0', ''),
('sta', 'tightest_slew', '0.217', 'ns'),
('finish', 'seqCellArea', '126', 'µm²'),
('grt', 'overflow', '0', ''),
('hold_path', 'min-delay-path-class', 'input pin to async pin', ''),
('synth', 'ys_area', '179', 'µm²'),
('setup_path', 'cell_family_contributing_the_most_delay_on_the_critical_path', 'flip-flops', ''),
('finish', 'area_delta_synth_final', '65.0', '%'),
('detailed_routing', 'drc', '0', ''),
('clock_network', 'cts.htree.levels', '1', ''),
('power_and_ir_drop', 'p_leak', '0.122', 'nW'),
('setup_path', 'crit_arrival', '0.70', 'ns'),
('setup_path', 'slowest_stage', 'sky130_fd_sc_hd__dfrtp_1', ''),
('setup_path', 'worstPathRequired', '0.80', 'ns'),
('clock_network', 'cts_max_path_buffers', '2', ''),
('sta', 'setup_violations', '0', ''),
('finish', 'filler_cell_count', '399', ''),
('finish', 'instances_no_fill', '67', ''),
('power_and_ir_drop', 'cellInternalPower', '0.392', 'mW'),
('power_and_ir_drop', 'netSwitchingPower', '0.101', 'mW'),
('synth', 'yosys.stat.seqShare', '0.706', ''),
('power_and_ir_drop', 'combinational_share_of_power', '0.065', ''),
('detailed_routing', 'initialDrtViolationCount', '1', ''),
('run', 'cap_violations', '0', ''),
('setup_path', 'crit_path_max_fanout', '2', ''),
('power_and_ir_drop', 'power.clock.fraction', '0.468', ''),
('setup_path', 'timing.critical_path.from_type', 'register', ''),
('setup_path', 'rr_worst_depth', '2', ''),
('setup_path', 'critical_path.endpoint_type', 'output port', ''),
('floorplan', 'initial_core_util', '0.0524', ''),
('sta', 'fmax', '1.11', 'GHz'),
('clock_network', 'clkTransAtPathRegs', '0.04', 'ns'),
('sta', 'timing.hold.ws', '0.164', 'ns'),
('grt', 'grt_pass1_wl', '614', 'µm'),
('setup_path', 'crit_buf_inv', '1', ''),
('floorplan', 'fp.dieW', '80', 'µm'),
('sta', 'timing.final.crit_share', '0.898', ''),
('run_status', 'run_status', 'finished, final reports clean', ''),
('detailed_routing', 'dr_total_vias', '119', ''),
('synth', 'syn-mean-instance-area', '13.8', 'µm²'),
('detailed_routing', 'detail_route.vias_per_cell', '1.78', ''),
('detailed_routing', 'met1Wirelength', '143', 'µm'),
('sta', 'grt_setup_unrepaired', 'no', ''),
('synth', 'synth.cell_area', '179', 'µm²'),
('grt', 'grt_pass1_vias', '143', ''),
('detailed_routing', 'postRouteWirelength', '366', 'µm'),
('setup_path', 'worst-r2r-setup-slack', '0.24', 'ns'),
('floorplan', 'fp-row-count', '21', ''),
('floorplan', 'coreArea', '3420', 'µm²'),
('clock_network', 'cts_made_buffers', '3', ''),
('clock_network', 'tritoncts', 'done', ''),
('finish', 'finish.utilization', '0.0864', ''),
('detailed_routing', 'wl_per_cell', '5.46', 'µm'),
('sta', 'setup_tns', '0', 'ns'),
('setup_path', 'critical_path.reg2reg.startpoint', 'current_state[1]', ''),
('sta', 'timing.final.crit_period', '0.898', 'ns'),
('detailed_routing', 'highest-signal-layer', 'met3', ''),
('finish', 'drive_above_1_share', '0.429', ''),
('floorplan', 'count_of_boundary_i_o_pins', '4', ''),
('run', 'tool_warnings', '25', ''),
('clock_network', 'cts.sink_count', '5', ''),
('sta', 'relSlewSlack', '0.854', ''),
('detailed_routing', 'detailroute.wirelength.met3', '101', 'µm'),
('placement', 'dp.final_hpwl', '252', 'µm'),
('grt', 'antenna_violations_before_repair', '0', ''),
('power_and_ir_drop', 'power_per_cell_area', '1670', 'nW/µm²'),
('setup_path', 'path_cells', 'clkbuf_2', ''),
('power_and_ir_drop', 'power.share.sequential', '0.467', ''),
('detailed_routing', 'detail_route_met2_wl', '122', 'µm');
[state kept, by name, summed over array words and instances, names as in the netlist]
name and count:
found 1, current_state 4
[how the worst max path moves through the flow]
stage / start / to / slack, ns
global route: x / current_state[0] / 0.02
finish: found / found / 0.10
CTS: found / found / 0.01
[cell families after synthesis]
group	count (synthesis)	synth area share
compound gates	1	0.0420
flops	5	0.706
simple gates	6	0.231
buf+inv	1	0.0210
[timing repair]
action,4_1_cts,5_1_grt
resized,2,1
setup buffers,1,0
endpoints found under the hold margin,0,0
pin swaps,0,0
setup endpoints to repair,1,1
[cell usage after synthesis]
cell                      count  area [µm²]
sky130_fd_sc_hd__and2_2       2        15.0
sky130_fd_sc_hd__and2b_2      1        8.76
sky130_fd_sc_hd__dfrtp_1      4         100
sky130_fd_sc_hd__dfstp_2      1        26.3
sky130_fd_sc_hd__inv_1        1        3.75
sky130_fd_sc_hd__nor2_1       1        3.75
sky130_fd_sc_hd__nor3b_1      1        7.51
sky130_fd_sc_hd__nor4_1       1        6.26
sky130_fd_sc_hd__o21a_1       1        7.51
[power groups by stage]
stage	sequential [mW]	combinational, mW	clock [mW]
4_1_cts	0.230	0.0329	0.243
5_1_grt	0.231	0.0366	0.270
6_report	0.230	0.0319	0.231
[layout make-up]
class / instances / area share
timing repair buffer: 4 / 0.110
inverter: 1 / 0.0127
tap: 46 / 0.195
clock buffer: 4 / 0.0890
multi-input combinational: 7 / 0.165
sequential: 5 / 0.428
[per-layer routing]
| metal | vias to the layer above | GRT usage |
|---|---|---|
| li1 | 58 | - |
| met1 | 54 | 0.0114 |
| met2 | 7 | 0.0144 |
| met3 | 0 | 0.0273 |
| met4 | 0 | 0.00352 |
| met5 | - | 0 |
[through the flow]
step | power, mW | setup slack (ns) | instance area, µm²
finish | 0.493 | 0.102 | 295
global route | 0.538 | 0.0246 | 295
CTS | 0.506 | 0.0102 | 300
detailed placement | 0.264 | -0.156 | 267
global placement | 0.260 | -0.127 | 267
floorplan | 0.247 | 0.266 | 179
Power figures rest on the tool's default switching activity, not on a simulated workload.
