==> design/flow/design.v <==
module mealy_1101 (y, x, clk, reset);
    output reg y;
    input x;
    input clk;
    input reset;
    parameter start = 2'b00,
              id1   = 2'b01,
              id11  = 2'b11,
              id110 = 2'b10;
    reg [1:0] E1;  
    reg [1:0] E2;  
    always @(x or E1) begin
        y = 0;  
        case (E1)
            start: begin
                if (x)
                    E2 = id1;
                else
                    E2 = start;
            end
            id1: begin
                if (x)
                    E2 = id11;
                else
                    E2 = start;
            end
            id11: begin
                if (x)
                    E2 = id11;
                else
                    E2 = id110;
            end
            id110: begin
                if (x) begin
                    E2 = id1;
                    y = 1;
                end else begin
                    E2 = start;
                    y = 0;
                end
            end
            default: begin  
                E2 = 2'bxx;
            end
        endcase
    end 
    always @(posedge clk or negedge reset) begin
        if (!reset) 
            E1 <= 2'b00;  
        else
            E1 <= E2;  
    end 
endmodule  
==> design/flow/run.sh <==
#!/bin/bash
# OpenROAD 26Q1-2900-gdf79404cd8, Yosys 0.63+post, stock flow scripts
make -C /OpenROAD-flow-scripts/flow DESIGN_CONFIG=/design/flow/config.mk WORK_HOME=/design/flow/orfs finish
==> design/flow/config.mk <==
export PLATFORM = sky130hd
export DESIGN_NAME = mealy_1101
export DESIGN_NICKNAME = mealy_1101
export VERILOG_FILES = /design/flow/design.v
export SDC_FILE = /design/flow/constraint.sdc
export NUM_CORES = 4
export LEC_CHECK = 1
export CORE_AREA = 10 10 70 70
export DIE_AREA = 0 0 80 80
==> design/flow/constraint.sdc <==
current_design mealy_1101

set clk_period 1.1
set clk_io_pct 0.2

create_clock -name clk0 -period $clk_period [get_ports {clk}]

set non_clock_inputs [all_inputs -no_clocks]
set_input_delay [expr $clk_period * $clk_io_pct] -clock clk0 $non_clock_inputs
set_output_delay [expr $clk_period * $clk_io_pct] -clock clk0 [all_outputs]
==> notes.md <==
Notes on the physical design

Once routing completed, OpenROAD measured the worst setup slack at 0.0401 ns. The hold slack is 0.177 ns. Logged for this run, the post-placement worst setup slack is -0.391 ns. The die extent in x is 80 um. The most repeated cell in the gate-level netlist after synthesis is dfrtp_1. The type of the setup path with the least slack is register to output pin. The data arrival time reported for the critical path is 0.84 ns. The registers reported with the highest flop counts are E1: 4 flops. For this run, the leading register cell type out of synthesis is dfrtp_1. The power report attributes to the sequential group a share of 41.8%. The mean post-synth cell area is 13.8 um2.

The routed length per instance is 5.45 um. The chip area line of the yosys report is 138 um2. The deepest clock path buffer count is 2. Once iteration 0 of detailed routing completed, the report listed 0 DRC markers. The final antenna diode tally reported by the flow is 0. In the final timing run, aggregate negative setup slack is 0 ns. For this run the aggregate overflow at the end of global routing stands at 0. The analysis attributes to cell leakage a power of 0.111 nW. The final critical-path required period is 1.06 ns. The combined global-route utilization of all metal layers is 1.37%. The main area contributors are dfrtp_1, dfstp_2, o21a_1.

The initial antenna violation count is 0. The CTS sink count is 4. The tree is rooted in a clkbuf_4. The vertical die dimension reported for this design is 80 um. For this run, the detailed router's first-pass iteration total came to 1. The clock reaches the later pin of the worst-skew pair after 0.24 ns. In the synthesized netlist, the number of instances is 10. The core region is 3420 um2. The number of standard cells reported by yosys is 10. The critical path launch point type is a register. The cell-internal power is 0.319 mW. The power density over cell area is 1510 nW/um2. In the synthesized netlist, the cells that appear most often are dfrtp_1, o21a_1. The capturing element type of the critical path is an output pin. Setup repair after global routing could not meet its margin everywhere. The total wire length is 360 um. Ranked by flip-flop count, first place goes to E1. The top cell type's share of synthesized area is 54.5%.

The combinational share of power is 8.0%. The post-synthesis cell area is 138 um2. The area growth from synthesis to layout is 94.5%. The routed layout reports a DRC error count of 0.

The global routing usage on met3 is 2.50%. In this run the core area contains 21 standard-cell rows. The register with the most flip-flops in the layout has 4 of them. Synthesis inferred 4 register bits. The worst IR drop on VDD is 0.180 mV. Max-slew check failures listed in the final report amount to 0. Across the run, the number of max-cap violations was 0. The number of global-route vias before repair is 151.

The largest area contributor in the synthesized netlist is dfrtp_1. The achievable clock frequency is 0.943 GHz. The routing usage on met1 is 1.00%. In this run switching power makes up 21.1% of total power. The global-route wire length before repair is 627 um. The flow ran to the end, and the final reports show no timing, DRC or antenna violations. In this design, the stage delay of the slowest critical-path cell is 0.36 ns. The report puts the hold buffer count at CTS at 0.

After layout, the setup clock skew is reported as 0.0108 ns. Entering global routing, the biggest net connects 5 pins. The clock network accounts for 50.2% of the total power. The count of antenna-violating nets left after detailed routing is 0. The synthesis report gives the async set-or-reset register share as 100%. The number of endpoints with negative hold slack in the final report is 0. The area enclosed by the die boundary is 6400 um2. Per the OpenROAD power report, switching power amounts to 0.0854 mW. In this run, synthesis inferred 0 flip-flops with an integrated enable. The final route contains 121 vias.

The placer's final routability congestion estimate is 0.721. According to the hold report, the worst path is of the input port to async pin type. The number of unique standard cell types used by synthesis is 7. The power after layout is 0.405 mW. The transition time recorded at the tightest slew-check pin is 0.182 ns. The warning count from the yosys run is 1. The share of the Yosys chip area taken by registers is 73.6%. The relative slew slack is 87.8%.

The tool warning count for the run is 26. The end-of-flow timing check tallies setup violations at 0. The report lists the cells along the critical path as and2_1 > buf_2. Of the cells placed in the final design, the portion with a size suffix greater than 1 is 40.0%. Of all nets on the critical path, the largest fanout is 2.

As logged by OpenROAD, the buffers inserted on ports number 3. On the critical path, the stage with the largest delay is an instance of dfrtp_1. The tally of filler cells in the layout is 411. The worst path required time is 0.88 ns.

TritonCTS built the clock tree. In this run the number of H-tree levels came out at 1. In this run, CTS created clock tree buffers numbering 3. The starting density of the core is 4.03%.

Pin placement for this block handled 4 I/O pins. The clock transition time at the flip-flop clock pins of the worst setup and hold paths is 0.04 ns. Global route summary, busiest routing layer listed as met3. After detailed routing, the number of vias per cell comes to 1.83. The final critical path takes up 96.4% of the cycle. The met2 capacity usage during global routing is 1.52%.
==> power by group through the flow <==
stage	logic, mW	registers (mW)	clock network [mW]
CTS	0.0328	0.169	0.212
global route	0.0366	0.170	0.231
finish	0.0322	0.169	0.203
==> metrics by stage <==
stage | std cells | util, % | cell area (um2)
after global placement | 61 | 7.03 | 240
final | 66 | 7.84 | 268
after global routing | 66 | 7.84 | 268
after detailed placement | 61 | 7.03 | 240
after CTS | 66 | 7.84 | 268
after floorplan | 10 | - | 138
==> cell type report <==
class                      instances  area, um2  area share (%)
tap                               46       57.6            21.5
multi-input combinational          6       36.3            13.6
sequential                         4        101            37.9
clock buffer                       4       26.3            9.81
timing repair buffer               6       46.3            17.3
==> cells by family (layout without fill, tap and decap cells) <==
family	Yosys count	in the layout	synth area share (%)
flops	4	4	73.6
compound gates	2	2	10.9
simple gates	4	4	15.5
buf+inv	0	10	0
==> worst max-delay path, delay by kind of cell, from the launching register on <==
family | cells | cell delay (ns)
buf+inv | 1 | 0.10
flops | 1 | 0.36
simple gates | 1 | 0.13
==> final timing paths <==
kind                            slack, ns              end  cells past startpoint             from
worst max-delay path                 0.04                y                      2  E1[1]$_DFF_PN0_
max in group asynchronous            0.67  E1[0]$_DFF_PN1_                      1            reset
worst min register to register       0.48  E1[3]$_DFF_PN0_                      1  E1[3]$_DFF_PN0_
min in group clk0                    0.38  E1[0]$_DFF_PN1_                      3                x
worst min-delay path                 0.18  E1[1]$_DFF_PN0_                      1            reset
worst max register to register       0.18  E1[0]$_DFF_PN1_                      4  E1[1]$_DFF_PN0_
==> layout by cell type (no fill, tap or decap) <==
cell	n
and2_1	1
buf_2	1
buf_4	3
clkbuf_1	1
clkbuf_4	3
clkdlybuf4s50_1	1
dfrtp_1	3
dfstp_2	1
dlygate4sd2_1	1
nor2_1	1
nor2b_1	1
nor3_1	1
o21a_1	2
==> timing repair <==
action / 4_1_cts / 5_1_grt
gates resized: 4 / 0
pin swaps: 1 / 0
setup buffers: 1 / 0
setup endpoints to repair: 1 / 1
gates cloned: 0 / 0
==> layer usage <==
metal	share of wire (%)	wire (um)	up-vias
met3	28	99	4
met2	34	123	7
met1	34	124	56
met4	3.3	12	0
met5	0	0	-
li1	-	-	54
Power and IR drop assume default switching activity.
